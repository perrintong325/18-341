File: design/flow/config.mk
export PLATFORM = sky130hd
export DESIGN_NAME = queue
export DESIGN_NICKNAME = queue
export VERILOG_FILES = /design/flow/design.v
export SDC_FILE = /design/flow/constraint.sdc
export NUM_CORES = 4
export LEC_CHECK = 1
export CORE_UTILIZATION = 30
File: design/flow/constraint.sdc
current_design queue

set clk_period 5.0
set clk_io_pct 0.2

create_clock -name clk0 -period $clk_period [get_ports {clock}]

set non_clock_inputs [all_inputs -no_clocks]
set_input_delay [expr $clk_period * $clk_io_pct] -clock clk0 $non_clock_inputs
set_output_delay [expr $clk_period * $clk_io_pct] -clock clk0 [all_outputs]
File: design/flow/design.v
module queue
(input logic clock, reset_l,
input logic get, put,
output logic full, empty, dReady,
output logic [7:0] dOut,
input logic [7:0] dIn);
logic [7:0] Q [8];  
logic [2:0] putPtr, getPtr;  
logic [3:0] count;
assign empty = (count == 0);
assign full = (count == 4'd8);
always_ff @(posedge clock, negedge reset_l) begin
if (~reset_l) begin
count <= 0;
getPtr <= 0;
putPtr <= 0;
end
else begin
dReady <= 0;
if (get && (!empty)) begin  
dOut <= Q[getPtr];
getPtr <= getPtr + 1;
count <= count - 1;
dReady <= 1;
end
else if (put && (!full)) begin  
Q[putPtr] <= dIn;
putPtr <= putPtr + 1;
count <= count + 1;
end
end
end
endmodule: queue
File: design/flow/run.sh
#!/bin/bash
# OpenROAD 26Q1-2900-gdf79404cd8, Yosys 0.63+post, stock flow scripts
make -C /OpenROAD-flow-scripts/flow DESIGN_CONFIG=/design/flow/config.mk WORK_HOME=/design/flow/orfs finish
==> notes.md <==
fresh numbers from the pnr run: placed wire-length estimate 4650 µm, clock latency (worst-skew pair) about 0.33 ns, final cell count without fillers between 300 and 400, crit path kind flop to output pin, CTS resizes 0, combinational share of power around 29%, Final Util 37.2%, synthesis-to-layout area growth 18.8%, endpoints failing hold 0, gp weighted congestion 0.871, min-delay src putPtr[0]$_DFFE_PN0P_, r2r setup slk approximately 2.4 ns, # DRC 0, pin count of the biggest net entering global routing 17, P per Cell Area 553 nW/µm², critical-path maximum fanout 6, RR Endpoint dOut[7]$_DFFE_PP_, TNS Setup 0 ns, Unique cell types 41, number of global-route vias before repair between 1,500 and 2,000, Worst-Margin Slew 0.829 ns, Yosys reg bits between 80 and 90, antenna fix cells 0, Placed Instances about 370, Post-synth EDFFs 73, htree depth 3, switching fraction of total power 30.7%, chip area 11,900 µm², CP startpoint kind flop, share of layout cells above drive strength 1 between 10% and 20%, Starting DRT DRC Count 110, Net Switching 0.000693 W, DRT antenna net count 0, DRT Wirelength approximately 6700 µm, TritonRoute pass-1 iters 6, Hold Path Class flop to flop, clk root buf clkbuf_16, worst-case clock skew 0.00741 ns, Worst Path Required 4.00 ns, # Cells Yosys about 220, # IOs 23, routed wire length per instance ~17 µm, port bufs 22, Worst-path clk slew approximately 0.06 ns, R2R depth 5, Core Rows 38, hold-critical path depth 1, Max-slew headroom 44.5%, Clock Sinks around 83, FFs w/ async S/R, synth 12.0%, core area 11,000 µm², TritonCTS Buffers 9, Core Density at Floorplan 31.3%, Leakage 1.43 nW, initial antenna violation count 0, unrepaired setup endpoints after global routing no, TritonCTS clock tree built, run status finished, final reports clean, first-pass GRT wire length between 10,000 and 15,000 µm, Internal 0.00156 W, post-CTS setup buffers 0, CP Data Arrival Time 1.89 ns, chip area in the Yosys report 3430 µm², vias 1,921, Commonest flop edfxtp_1, Die Width 109 µm, setup violators final 0, crit end category output pin, Place WS between 1.5 and 2 ns, Setup WS post-layout between 2 and 2.5 ns, synthesized area 3430 µm², maxcap violations 0, # hold bufs at CTS 0, fin crit period 2.89 ns, Hold WS 0.541 ns, maximum VDD drop 0.241 mV, synthesized area per cell 15.9 µm², worst r2r src getPtr[2]$_DFFE_PN0P_, Final Slew Violations 0, clock buffer depth 2, f_max 0.346 GHz, Total Routing Usage GR 12.8%, Gate Count Post-Synth about 220, cycle use final 57.8%, tool warnings 33, Hold Path Sink putPtr[0]$_DFFE_PN0P_, clock network power share 28.6%, vias per inst roughly 5, sequential power share 42.3%, Yosys warnings 2, post-synthesis sequential area ratio between 70% and 80%, Congestion Overflow GR 0, DIE HEIGHT 109 µm
flip-flops by register name, indices dropped and copies added, names as in the netlist:
name / flops
dReady: 1
Q: 64
getPtr: 3
putPtr: 3
dOut: 8
count: 4
how the worst max path moves through the flow:
stage	to	from	cells past startpoint
after CTS	empty	count[1]$_DFFE_PN0P_	3
final	empty	count[1]$_DFFE_PN0P_	3
after global routing	empty	count[1]$_DFFE_PN0P_	3
cells by family after synthesis:
group | share of synthesized area (%)
multiplexers | 3.35
AND/OR/NAND/NOR | 6.59
AND-OR/OR-AND | 9.87
XOR/XNOR | 0.765
adder cells (fa/ha/maj) | 5.68
flip-flops | 71.1
buffers and inverters | 2.62
cells in the final DEF (no fill, tap or decap), drive strengths merged, types with 2 or more instances in the layout:
cell type / count
inv: 15
and2: 4
nand2: 10
xnor2: 3
ha: 14
nor3: 2
nand3: 2
mux2: 9
and3: 7
o21ai: 8
dfrtp: 10
edfxtp: 73
a41oi: 3
nor2: 11
a222oi: 8
clkbuf: 11
a31oi: 2
a221oi: 11
clkdlybuf4s50: 22
a21oi: 7
cells in the mapped netlist (2+ instances only):
master    count  share of area [%]
nor3_1        2               0.29
o21ai_0       6               0.87
clkbuf_1      4               0.44
xnor2_1       3               0.77
dfrtp_1      10                7.3
inv_1        12                1.3
mux2_2        8                2.6
a41oi_1       3               0.77
and2_2        2               0.44
buf_2         2               0.29
nand2_1       9               0.98
a222oi_1      8                2.3
a21oi_1       6               0.87
and3_1        7                1.3
nor2_1       11                1.2
and2_1        2               0.36
a31oi_1       2               0.36
a221oi_1     11                2.8
ha_1         14                5.1
edfxtp_1     73                 64
through the flow:
stage	cell area [µm²]	total power, W
4_1_cts	4080	0.00228
3_3_place_gp	3790	0.00163
6_report	4080	0.00226
2_1_floorplan	3430	0.00141
5_1_grt	4080	0.00239
3_5_place_dp	3790	0.00163
metal layers:
| layer | global-route usage [%] | part of all wire [%] |
|---|---|---|
| met3 | 6.70 | 9.9 |
| met5 | 0 | 0 |
| met4 | 1.06 | 0.73 |
| met2 | 20.7 | 49 |
| met1 | 16.4 | 41 |
worst max-delay path: stages, from the launching register on:
cell             delay [ns]
dfrtp_1                0.42
or3_1                  0.54
nor2_1                 0.14
clkdlybuf4s50_1        0.47
final cells by class:
| type | count | area [µm²] |
|---|---|---|
| inverter | 13 | 48.8 |
| clock inverter | 5 | 60.1 |
| fill | 1020 | 6900 |
| sequential | 83 | 2440 |
| tap | 140 | 175 |
| multi-input combinational | 112 | 902 |
| timing repair buffer | 22 | 220 |
| clock buffer | 11 | 233 |
power groups by stage:
| stage | Sequential (W) | Combinational (W) | Clock, W |
|---|---|---|---|
| after global routing | 0.000967 | 0.000735 | 0.000685 |
| after CTS | 0.000956 | 0.000666 | 0.000657 |
| final | 0.000954 | 0.000657 | 0.000645 |
Power is estimated from default activity; no workload was simulated.
